<file path="flow/config.mk">
export PLATFORM = sky130hd
export DESIGN_NAME = memory_32bit
export DESIGN_NICKNAME = memory_32bit
export VERILOG_FILES = /design/flow/design.v
export SDC_FILE = /design/flow/constraint.sdc
export NUM_CORES = 4
export LEC_CHECK = 1
export CORE_UTILIZATION = 50
export SYNTH_MEMORY_MAX_BITS = 65536
</file>
<file path="flow/constraint.sdc">
current_design memory_32bit

set clk_period 70.4
set clk_io_pct 0.2

create_clock -name clk0 -period $clk_period [get_ports {clock}]

set non_clock_inputs [all_inputs -no_clocks]
set_input_delay [expr $clk_period * $clk_io_pct] -clock clk0 $non_clock_inputs
set_output_delay [expr $clk_period * $clk_io_pct] -clock clk0 [all_outputs]
</file>
<file path="flow/design.v">
module memory_32bit #(
    parameter MEMORY_DEPTH = 256,   
    parameter ADDR_WIDTH = $clog2(MEMORY_DEPTH)
)(
    input wire clock,                     
    input wire reset,                     
    input wire write_enable,              
    input wire [ADDR_WIDTH-1:0] address,  
    input wire [31:0] write_data,         
    output reg [31:0] read_data           
);
    reg [31:0] memory_array [0:MEMORY_DEPTH-1];
    integer i;
    initial begin
        for (i = 0; i < MEMORY_DEPTH; i = i + 1) begin
            memory_array[i] = 32'h00000000;   
        end
    end
    always @(posedge clock) begin
        if (reset) begin
            for (i = 0; i < MEMORY_DEPTH; i = i + 1) begin
                memory_array[i] <= 32'h00000000;
            end
        end else if (write_enable) begin
            memory_array[address] <= write_data;
        end
    end
    always @(*) begin
        read_data = memory_array[address];
    end
endmodule 
</file>
<file path="flow/run.sh">
#!/bin/bash
# OpenROAD 26Q1-2900-gdf79404cd8, Yosys 0.63+post, stock flow scripts
make -C /OpenROAD-flow-scripts/flow DESIGN_CONFIG=/design/flow/config.mk WORK_HOME=/design/flow/orfs finish
</file>
==> reports/metrics.cfg <==
[outcome]
status = completed

[global_routing]
grt_first_pass_wirelength_mm = 1650
busiest_layer = met2
gr-usage-met2_pct = 48.7
met3_usage_pct = 28.8
grt_usage_pct = 35.9
antenna_found_initial = 57
use_met1_pct = 45.4
grt_max_degree = 99
grt_pass1_vias = 214000
gr-total-overflow = 0

[synthesis]
synth_area_um2 = 368000
yosys_area_um2 = 368000
ys_cells = 23200
ys_types = 24
ys_seq_share_pct = 66.9
synth.avg_cell_area_um2 = 15.8
ys.warnings.count = 1
numSynthFlops = 8192
synthCells = 23200

[floorplanning]
ioPinCount = 75
die-height_um = 859
core_area_um2 = 732000
dieArea_um2 = 738000
die_x_um = 859
rows = 314
fp-utilization_pct = 50.2

[final_timing]
min_period_ns = 35.93
setup_tns_ns = 0
setup_viol = 0
drv_slew = 0
min_period_over_period_pct = 51.0
relSlewSlack_pct = 4.48
hold_violations = 0
fmaxAchievable_ghz = 0.0278
rsz0062_at_grt = no
worst-slew-pin-transition_ns = 1.42

[finish]
layout_top_cell = and2_1
lay_top_cells = and2_1 (8193), edfxtp_1 (8192), mux4_2 (2048)
drive_above_1_share_pct = 21.2
area_delta_synth_final_pct = 11.0
largest_reg_flops = 8192
max_flop_register = memory_array
reg_top3 = memory_array: 8192 flops

[clock_tree]
path_clk_slew_ns = 0.06
cts_sinks = 8192
cts_buffers = 855
post_cts.repair.setup_buffers = 0
ctsHoldBuffers = 0
clk_path_buf_depth = 4
cts-resized-gates = 0
cts_tree = done
cts-root-buf = clkbuf_16
cts_max_level = 6

[setup_path]
crit_type = in -> out
endpoint_kind = output pin
path_max_fanout = 98
arrival_ns = 21.85
critPathRequiredTime_ns = 56.32
startpoint_type = input pin
crit_path_start = address[1]

[route]
routed_via_density = 5.98
drc = 0
wirelength_mm = 1180
drtIter0Drc = 13200
avgRoutedWirePerCell_um = 35.3
firstDrtPassIters = 6
drtAntennaViolNets = 0
vias = 200000

[place]
gp_congestion = 0.912
place_hpwl_mm = 694
portBuffers = 74

[run]
warning_count = 26
cap_viol_max_count = 0

[power_and_ir_drop]
power.density_nw_per_um2 = 26.4
ir_worst_vdd_v = 0.0000294
power_mw = 10.8
leakage_nw = 139

[worst_hold_path]
min_from = write_data[10]
hp-class = in -> reg

-- power breakdown --
part,internal [mW],switching (mW)
Clock,2.39,1.91
Combinational,0.274,0.541
Sequential,5.60,0.0597
-- area by class of cell --
cell class	instances	area, um2
fill	55000	324000
sequential	8192	246000
multi-input combinational	12500	114000
clock buffer	1116	22700
tap	9796	12300
timing repair buffer	1266	10100
clock inverter	447	3250
antenna	44	110
-- synth_stat cells (all sizes together) --
master  instances  area share (%)
o41ai         128            0.31
nor4b           1          0.0041
nand2b          3          0.0051
a21oi         512            0.70
clkbuf       2153             2.2
nand4          32           0.054
nor3            2          0.0027
and3b           1          0.0024
nor2b           8           0.014
nor2          257            0.26
nand3          12           0.016
and2         8195              14
buf           330            0.44
nand3b          1          0.0020
or2           257            0.44
and3            1          0.0017
a22oi        1024             2.1
edfxtp       8192              67
mux4         2048              13
nand2          32           0.033
-- final timing paths --
kind	cells past startpoint	end
setup / recovery	14	read_data[13]
hold / removal	2	memory_array[240][10]
-- worst max-delay path: stages --
cell	delay [ns]
buf_16	0.38
buf_4	0.60
buf_4	0.59
buf_4	0.64
buf_4	0.56
buf_4	0.54
buf_4	0.63
buf_4	0.59
mux4_2	0.41
a22oi_1	0.26
a21oi_1	0.23
o41ai_1	1.00
nand4_1	0.38
clkdlybuf4s50_1	0.52
-- metal layers --
layer / share of wire, % / vias to the layer above
met5: 0.31 / -
met4: 5.0 / 92
met3: 19 / 2218
met2: 45 / 12700
met1: 31 / 99200
li1: - / 85200
-- cell families after synthesis --
kind of cell | count (synthesis) | share of synthesized area, %
buf+inv | 2483 | 2.64
flops | 8192 | 66.9
mux | 2048 | 12.6
compound gates | 1664 | 3.09
simple gates | 8802 | 14.8
-- per-stage QoR --
step | hold WS [ns] | setup WS (ns) | cell area (um2) | utilization (%) | cells
2_1_floorplan | 14.43 | 40.34 | 368000 | - | 23200
3_3_place_gp | 14.54 | 34.15 | 382000 | 52.2 | 31800
3_5_place_dp | 14.55 | 34.39 | 382000 | 52.2 | 31800
4_1_cts | 13.27 | 34.38 | 408000 | 55.8 | 33300
5_1_grt | 13.33 | 34.03 | 408000 | 55.8 | 33300
6_report | 13.34 | 34.47 | 408000 | 55.8 | 33400
No activity file was given, so power comes from the tool's default toggle rates.
