==> ./design.v <==
module multiplexer_parametrized #(
    parameter NUM_INPUTS = 4,   
    parameter DATA_WIDTH = 32  
)(
    input [NUM_INPUTS*DATA_WIDTH-1:0] in,  
    input [$clog2(NUM_INPUTS)-1:0] sel,    
    output reg [DATA_WIDTH-1:0] out        
);
    always @(*) begin
        out = in[sel*DATA_WIDTH +: DATA_WIDTH];
    end
endmodule
module register(
    input clock,
    input reset,
    input [31:0] data,
    output reg [31:0] register
); 
    always @(posedge clock) begin
        if (reset) begin
            register <= 32'b0; 
        end else begin
            register <= data; 
        end
    end
endmodule
module memory_parametrized #(
    parameter WORDS = 256 
)(
    input clock,             
    input reset,             
    input write_enable,      
    input [31:0] write_data, 
    input [$clog2(WORDS)-1:0] address, 
    output reg [31:0] read_data 
);
    reg [31:0] mem [0:WORDS-1];
    integer i;
    initial begin
        for (i = 0; i < WORDS; i = i + 1) begin
            mem[i] <= 32'h3f000000;
        end
    end
    always @(posedge clock) begin
        if (reset) begin
            for (i = 0; i < WORDS; i = i + 1) begin
                mem[i] <= 32'b0;
            end
        end else if (write_enable) begin
            mem[address] <= write_data; 
        end
    end
    always @(address) begin
        if (!write_enable) begin
            read_data <= mem[address]; 
        end
    end
endmodule
module bin_to_7seg (
    input [3:0] binary,    
    output reg [6:0] seg    
);
    always @(*) begin
        case (binary)
            4'b0000: seg = 7'b1000000;  
            4'b0001: seg = 7'b1111001;  
            4'b0010: seg = 7'b0100100;  
            4'b0011: seg = 7'b0110000;  
            4'b0100: seg = 7'b0011001;  
            4'b0101: seg = 7'b0010010;  
            4'b0110: seg = 7'b0000010;  
            4'b0111: seg = 7'b1111000;  
            4'b1000: seg = 7'b0000000;  
            4'b1001: seg = 7'b0010000;  
            4'b1010: seg = 7'b0001000;  
            4'b1011: seg = 7'b0000011;  
            4'b1100: seg = 7'b1000110;  
            4'b1101: seg = 7'b0100001;  
            4'b1110: seg = 7'b0000110;  
            4'b1111: seg = 7'b0001110;  
            default: seg = 7'b1111111;  
        endcase
    end
endmodule
==> ./run.sh <==
#!/bin/bash
# OpenROAD 26Q1-2900-gdf79404cd8, Yosys 0.63+post, stock flow scripts
make -C /OpenROAD-flow-scripts/flow DESIGN_CONFIG=/design/flow/config.mk WORK_HOME=/design/flow/orfs finish
==> ./config.mk <==
export PLATFORM = sky130hd
export DESIGN_NAME = memory_parametrized
export DESIGN_NICKNAME = memory_parametrized
export VERILOG_FILES = /design/flow/design.v
export SDC_FILE = /design/flow/constraint.sdc
export NUM_CORES = 4
export LEC_CHECK = 1
export CORE_UTILIZATION = 50
export SYNTH_MEMORY_MAX_BITS = 65536
==> ./constraint.sdc <==
current_design memory_parametrized

set clk_period 56.5
set clk_io_pct 0.2

create_clock -name clk0 -period $clk_period [get_ports {clock}]

set non_clock_inputs [all_inputs -no_clocks]
set_input_delay [expr $clk_period * $clk_io_pct] -clock clk0 $non_clock_inputs
set_output_delay [expr $clk_period * $clk_io_pct] -clock clk0 [all_outputs]
==> results_slide.txt <==
Synthesis and Place & Route Summary

Floorplan
  – FP Rows: around 310
  – Initial core utilization: about 50%
  – Core Footprint: 732000 um2
  – Ports placed on the boundary: between 70 and 80
  – Overall die height: 860 um
  – DIE AREA: approximately 740000 um2
  – Chip width: 860 um

Job
  – Tally of max-capacitance violations: 0
  – Number of logged tool warnings: 44

Timing
  – Maximum achievable frequency: approximately 65 MHz
  – Part of the cycle the worst path needs: 27.1%
  – Endpoints left unconstrained: 64
  – Time the final worst path needs with I/O delays and setup: 15.33 ns
  – Worst-margin pin slew: between 1 and 1.5 ns
  – Unrepaired setup endpoints after global routing: no
  – Count of unclocked register or latch pins: 32
  – Final hold viol count: 0
  – Number of setup violations in the final report: 0
  – Final tally of max-slew violations: 0
  – Worst rel slew slack: 17.7%
  – Total negative setup slack: 0 ns

Setup path
  – Critical path fanouts, max: 45
  – Nature of the critical path endpoint: register
  – Type of the worst setup path: in2reg
  – Startpoint type of the worst setup path: primary input
  – Critical Path Source: address[2]
  – Slowest-stage cell, CP: sky130_fd_sc_hd__clkdlybuf4s50_1
  – Longest individual stage delay on the worst path: about 0.8 ns
  – Series of cell instances along the critical path: clkdlybuf4s50_1, and2_4, buf_4, nand2_4, buf_4, nor2_2, buf_4, or2_2
  – Arrival time at the worst endpoint: between 15 and 20 ns
  – Most numerous cell on the critical path: sky130_fd_sc_hd__buf_4
  – Data required time at the worst endpoint: 57.28 ns

Yosys
  – Cell count in the Yosys report: approximately 23000
  – Logic family by area: simple AND/OR/NAND/NOR gates
  – Synthesized netlist cell count: about 23000
  – Simple-Gate Fraction of Synth Area: between 10% and 20%
  – Chip Area, Yosys: roughly 370000 um2
  – Multiplexer area fraction after synthesis: 12.5%
  – Area share of the largest cell type after synthesis: 66.9%
  – Share of synthesized registers carrying an async set or reset: 0%
  – Primary FF master, synth: sky130_fd_sc_hd__edfxtp_1
  – Number of flops mapped to enable cells by yosys: between 8000 and 9000
  – Biggest area contributors in the synthesized netlist: sky130_fd_sc_hd__edfxtp_1, sky130_fd_sc_hd__and2_1, sky130_fd_sc_hd__mux4_2
  – Count of unique library cells instantiated by Yosys: 25
  – Adder and majority cell fraction of the synthesized area: 0%
  – Yosys warning tally: 1
  – Post-synthesis average cell area: ~16 um2
  – Post-Synth XOR/XNOR Area: 0%
  – Register bit total from synthesis: roughly 8200
  – Synth area leader: sky130_fd_sc_hd__edfxtp_1
  – Fraction of the mapped netlist area in compound gates: between 3 and 4%
  – Area of the mapped netlist: 368000 um2

GRT
  – Largest net degree at the start of global routing: 109
  – Antenna violations before repair: 75
  – GRT Overall Usage: 33.9%
  – First-pass GRT wire length: 1570000 um
  – Vias in the first global route: between 200k and 250k
  – Total gr overflow: 0

Clock tree
  – Setup fix buffers added after clock tree synthesis: 0
  – Clock buffer count from CTS: 852
  – Maximum clock path buffer count: 4
  – Clock transition at path regs: 0.06 ns
  – CTS tree: yes
  – Number of resized instances in the post-cts repair step: 0
  – Number of H-tree levels: 6
  – Clock root buffer: sky130_fd_sc_hd__clkbuf_16
  – Number of buffers inserted for hold repair after clock tree synthesis: 0

Route
  – Overall via count from detail_route: 194000
  – Final routed wirelength across all metal layers: 1120000 um
  – Initial DRC count: roughly 13000
  – Wire length per cell: 33.5 um
  – Count of nets left with antenna violations after detail routing: 0
  – First-pass iteration count of the detailed router: 5
  – Remaining routing DRC violations: 0
  – Average vias per placed instance: 5.82

Power and ir drop
  – Leak pwr: roughly 140 nW
  – Internal power: 10.3 mW
  – Maximum ir drop on the vdd rail: 38.9 uV
  – Fraction of power consumed by sequential logic: between 50% and 60%
  – Clock power share: 39.7%
  – Switching Fraction: 23.4%
  – Power Dens Cells: 32.9 nW/um2
  – Gate power share: 7.6%
  – Net Sw Power: 3.13 mW

Place
  – Placer congestion estimate: 0.955
  – Sum of net half-perimeters after detailed placement: 689000 um
  – Total of buffers placed on input and output ports: approximately 74

Layout
  – Top cell excl fill/tap: sky130_fd_sc_hd__and2_1
  – Most numerous logic cells after layout: sky130_fd_sc_hd__and2_1, sky130_fd_sc_hd__edfxtp_1, sky130_fd_sc_hd__mux4_2
  – Proportion of layout cells with a drive suffix above 1: a little over a fifth
  – Final Util: 55.7%
  – Area growth from synthesis to layout: 10.9%

Min path
  – Start point of the worst hold path: write_data[29]
  – Worst hold path class: in2reg

Outcome
  – Status: completed
worst max-delay path, delay by kind of cell:
family	cells	cell delay (ns)
simple gates	4	2.28
buf+inv	4	2.43
worst paths after layout:
check                 slack [ns]  cells after the start            to
worst min-delay path       10.63                      2  mem[128][29]
worst max-delay path       41.17                      8   mem[205][5]
cell usage after synthesis, drive strengths merged (128+ instances only):
| cell | instances |
|---|---|
| o41ai | 128 |
| nor2 | 257 |
| mux4 | 2048 |
| a21oi | 512 |
| or2 | 257 |
| a22oi | 1024 |
| and2 | 8195 |
| edfxtp | 8192 |
| buf | 333 |
| clkbuf | 2150 |
metal layers:
layer  vias to the layer above  track usage (%)  routed length (um)  part of all wire, %
met1                     96800             44.4              355000                   32
met2                      9931             46.3              500000                   45
met5                         -             1.65                2560                 0.23
li1                      85100                -                   -                    -
met4                        86             12.6               58900                  5.3
met3                      1813             25.3              199000                   18
through the flow:
| stage | cells | hold slack [ns] | power, mW | area [um2] | setup WS (ns) |
|---|---|---|---|---|---|
| after floorplan | 23200 | 11.65 | 7.70 | 368000 | 43.03 |
| after global placement | 31700 | 11.85 | 8.20 | 382000 | 39.98 |
| after detailed placement | 31700 | 11.85 | 8.21 | 382000 | 40.04 |
| after CTS | 33200 | 10.58 | 13.5 | 408000 | 41.30 |
| after global routing | 33300 | 10.62 | 13.8 | 408000 | 41.11 |
| final | 33300 | 10.63 | 13.4 | 408000 | 41.17 |
cells by family after synthesis:
family	after synthesis
simple gates	8802
flops	8192
buf+inv	2483
mux	2048
compound gates	1664
latches	32
flip-flops by register name, indices dropped and copies added (netlist names):
register   flops
mem         8192
read_data     32
area by class of cell:
cell class / instances / area [um2]
Fill cell: 55200 / 324000
Tap cell: 9796 / 12300
Clock buffer: 1098 / 22500
Sequential cell: 8224 / 246000
Clock inverter: 455 / 3540
Multi-Input combinational cell: 12500 / 114000
Antenna cell: 46 / 115
Timing Repair Buffer: 1161 / 9240
power by group through the flow:
stage / logic [mW] / clock network, mW / registers, mW
4_1_cts: 1.02 / 5.41 / 7.06
5_1_grt: 1.07 / 5.62 / 7.09
6_report: 1.02 / 5.33 / 7.06
No activity file was given, so power comes from the tool's default toggle rates.
