--- design/flow/run.sh ---
#!/bin/bash
# OpenROAD 26Q1-2900-gdf79404cd8, Yosys 0.63+post, stock flow scripts
make -C /OpenROAD-flow-scripts/flow DESIGN_CONFIG=/design/flow/config.mk WORK_HOME=/design/flow/orfs finish
--- design/flow/config.mk ---
export PLATFORM = sky130hd
export DESIGN_NAME = input_layer
export DESIGN_NICKNAME = input_layer
export VERILOG_FILES = /design/flow/design.v
export SDC_FILE = /design/flow/constraint.sdc
export NUM_CORES = 4
export LEC_CHECK = 1
export CORE_AREA = 10 10 162 162
export DIE_AREA = 0 0 172 172
--- design/flow/constraint.sdc ---
current_design input_layer

set clk_period 1.0
set clk_io_pct 0.2

create_clock -name clk0 -period $clk_period [get_ports {clock}]

set non_clock_inputs [all_inputs -no_clocks]
set_input_delay [expr $clk_period * $clk_io_pct] -clock clk0 $non_clock_inputs
set_output_delay [expr $clk_period * $clk_io_pct] -clock clk0 [all_outputs]
--- design/flow/design.v ---
module input_layer #(
    parameter NUM_NEURONS = 4
) (
    input clock,
    input [(32*NUM_NEURONS)-1:0] input_layer,
    input layer_enable,
    output [(32*NUM_NEURONS)-1:0] output_layer
);
    input_neuron n0 (
        .inputdata(input_layer[31:0]),
        .clock(clock),
        .neuron_enable(layer_enable),
        .outputdata(output_layer[31:0]) 
    );
    input_neuron n1 (
        .inputdata(input_layer[63:32]),
        .clock(clock),
        .neuron_enable(layer_enable),
        .outputdata(output_layer[63:32]) 
    );
    input_neuron n2 (
        .inputdata(input_layer[95:64]),
        .clock(clock),
        .neuron_enable(layer_enable),
        .outputdata(output_layer[95:64]) 
    );
    input_neuron n3 (
        .inputdata(input_layer[127:96]),
        .clock(clock),
        .neuron_enable(layer_enable),
        .outputdata(output_layer[127:96])
    );
endmodule
module hidden_layer #(
    parameter NUM_NEURONS = 4
) (
    input clock,
    input layer_enable,
    input [31:0] alpha,
    input [(32*NUM_NEURONS)-1:0] input_layer,
    input [$clog2(NUM_NEURONS)-1:0] weight_memory_address,
    input [1:0] layer_state,
    input [(32*NUM_NEURONS)-1:0] deltafunctions_value, 
    output [(32*NUM_NEURONS)-1:0] neurons_weight,
    output [(32*NUM_NEURONS)-1:0] output_layer
);
    hidden_neuron #(
        .NUM_INPUTS(4)
    ) n0 (
        .clock(clock),
        .neuron_enable(layer_enable),
        .inputdata(input_layer),
        .alpha(alpha),
        .deltafunction_value(deltafunctions_value[31:0]),
        .weight_memory_address(weight_memory_address),
        .neuron_state(layer_state),
        .weight(neurons_weight[31:0]),
        .a(output_layer[31:0])
    );
    hidden_neuron #(
        .NUM_INPUTS(4)
    ) n1 (
        .clock(clock),
        .neuron_enable(layer_enable),
        .inputdata(input_layer),
        .alpha(alpha),
        .deltafunction_value(deltafunctions_value[63:32]),
        .weight_memory_address(weight_memory_address),
        .neuron_state(layer_state),
        .weight(neurons_weight[63:32]),
        .a(output_layer[63:32])
    );
    hidden_neuron #(
        .NUM_INPUTS(4)
    ) n2 (
        .clock(clock),
        .neuron_enable(layer_enable),
        .inputdata(input_layer),
        .alpha(alpha),
        .deltafunction_value(deltafunctions_value[95:64]),
        .weight_memory_address(weight_memory_address),
        .neuron_state(layer_state),
        .weight(neurons_weight[95:64]),
        .a(output_layer[95:64])
    );
endmodule
module output_softmax_layer #(
    parameter NUM_NEURONS = 4
)(
    input clock,
    input layer_enable,
    input [31:0] alpha,
    input [(32*NUM_NEURONS)-1:0] input_layer,
    input [$clog2(NUM_NEURONS)-1:0] weight_memory_address,
    input [(32*NUM_NEURONS)-1:0] deltafunctions_value, 
    input [1:0] layer_state,
    output [(32*NUM_NEURONS)-1:0] neurons_weight,
    output [(32*NUM_NEURONS)-1:0] output_layer
);
    wire [31:0] ss_n, ns1_ss,ns2_ss,ns3_ss;
    softmax_sum #(.NUM_INPUTS(4)) ss (
        .input_data({ns3_ss,ns2_ss,ns1_ss,32'h00000000}),
        .output_data(ss_n)
    );
    softmax_neuron #(.NUM_INPUTS(4)) sn1 (
        .clock(clock),
        .neuron_enable(layer_enable),
        .alpha(alpha),
        .inputdata(input_layer),
        .exp_sum(ss_n),
        .deltafunction_value(deltafunctions_value[31:0]),
        .weight_memory_address(weight_memory_address),
        .neuron_state(layer_state),
        .exp(ns1_ss), 
        .weight(neurons_weight[31:0]),
        .a(output_layer[31:0])
    );
    softmax_neuron #(.NUM_INPUTS(4)) sn2 (
        .clock(clock),
        .neuron_enable(layer_enable),
        .alpha(alpha),
        .inputdata(input_layer),
        .exp_sum(ss_n),
        .deltafunction_value(deltafunctions_value[63:32]),
        .weight_memory_address(weight_memory_address),
        .neuron_state(layer_state),
        .exp(ns2_ss), 
        .weight(neurons_weight[63:32]),
        .a(output_layer[63:32])
    );
        softmax_neuron #(.NUM_INPUTS(4)) sn3 (
        .clock(clock),
        .neuron_enable(layer_enable),
        .alpha(alpha),
        .inputdata(input_layer),
        .exp_sum(ss_n),
        .deltafunction_value(deltafunctions_value[95:64]),
        .weight_memory_address(weight_memory_address),
        .neuron_state(layer_state),
        .exp(ns3_ss), 
        .weight(neurons_weight[95:64]),
        .a(output_layer[95:64])
    );
endmodule
module layer_control #(parameter 
    MAX_NUM_NEURONS = 4,
    NUM_LAYERS = 4
) (
    input clock,
    input [(32*MAX_NUM_NEURONS)-1:0] neurons_weight,
    input [(32*MAX_NUM_NEURONS)-1:0] output_sofmax_layer,
    output reg [$clog2(MAX_NUM_NEURONS)-1:0] weight_memory_address,
    output reg [1:0] layer_state,
    output reg [NUM_LAYERS-1:0] enable_layers,
    output reg [(32*MAX_NUM_NEURONS)-1:0] deltafunction
);
endmodule
module relu (
    input [31:0] Z,
    output reg [31:0] a
);
    initial begin
        a = 32'b0;
    end 
    always @(*) begin
        if(Z[31]) begin
            a = 32'b0;
        end else begin
            a = Z;
        end
end
endmodule
module Z #(parameter NUM_INPUTS = 4) (
    input clock,
    input reset,
    input enable,
    input [31:0] neuron_input, 
    input [31:0] weight,
    input [31:0] bias,
    output reg [31:0] result
);
    reg [31:0] Z;
    reg [31:0] index;
    wire [31:0] M1_A1, A1_Z, A2_OUT;
    ieee754_multiplier M1 (
        .A(weight),
        .B(neuron_input),
        .result(M1_A1)
    );
    ieee754_adder #(32) A1 (
        .A(Z),
        .B(M1_A1),
        .result(A1_Z)
    );
    ieee754_adder #(32) A2 (
        .A(Z),
        .B(bias),
        .result(A2_OUT)
    );
    initial begin 
        Z = 0;
        index = 0;
    end
    always @(posedge clock) begin
        if (reset) begin
            Z = 0;
            index = 0;
            result = 0;
        end else if (enable) begin
            if (index < NUM_INPUTS) begin
                Z = A1_Z;   
                $display("Index: %d | M1_A1 = %h | A1_Z = %h | Z = %h | A2_OUT = %h", index, M1_A1, A1_Z, Z, A2_OUT);
                index = index + 1; 
            end else if (index == NUM_INPUTS) begin
                result = A2_OUT;
                $display("Index: %d | Final Z = %h | Bias = %h | result = %h", index, Z, bias, result);
                Z = 0;             
                index = 0;
            end
        end
    end
endmodule
module input_neuron (
    input clock,
    input neuron_enable,
    input [31:0] inputdata,
    output reg [31:0] outputdata 
);
    initial begin
        outputdata=0;
    end
    always @(posedge clock) begin
        if(neuron_enable) begin
            outputdata = inputdata;
        end
    end
endmodule
module hidden_neuron #(parameter NUM_INPUTS = 4) (
    input clock,
    input neuron_enable,
    input [(32*NUM_INPUTS)-1:0] inputdata,
    input [31:0] alpha,
    input [31:0] deltafunction_value,
    input [$clog2(NUM_INPUTS)-1:0] weight_memory_address,
    input [1:0] neuron_state,
    output reg [31:0] weight,
    output reg [31:0] a
);
    integer z_counter,clk;
    wire [31:0] MUX_OUT, MEM_OUT, Z_RELU, RELU_OUT;
    wire [31:0] M1_M2, M2_A1, A1_MEM;
    reg [1:0] neuron_feedfoward_state, neuron_deltafunction_state, neuron_backpropagation_state;
    reg write_enable;
    reg enable_Z; 
    reg [31:0] bias;
    reg [$clog2(NUM_INPUTS)-1:0] data_counter;
    multiplexer_parametrized #(
        .NUM_INPUTS(NUM_INPUTS),
        .DATA_WIDTH(32)
    ) mux (
        .in(inputdata),
        .sel(data_counter),
        .out(MUX_OUT)
    );
    memory_parametrized #(
        .WORDS(NUM_INPUTS)
    ) mem (
        .clock(clock),
        .write_enable(write_enable),
        .write_data(A1_MEM),
        .address(data_counter),
        .read_data(MEM_OUT)
    );
    Z #(
        .NUM_INPUTS(NUM_INPUTS)
    ) Z (
        .clock(clock),
        .reset(1'b0),  
        .enable(enable_Z), 
        .neuron_input(MUX_OUT),
        .weight(MEM_OUT),
        .bias(bias),
        .result(Z_RELU)
    );
    relu relu(
        .Z(Z_RELU),
        .a(RELU_OUT)
    );
    ieee754_multiplier M1 (
        .A(alpha),
        .B(MUX_OUT),
        .result(M1_M2)
    );
    ieee754_multiplier M2 (
        .A(M1_M2),          
        .B(deltafunction_value),
        .result(M2_A1)
    );
    ieee754_adder #(32) A1 (
        .A(MEM_OUT),
        .B(M2_A1),
        .result(A1_MEM)
    );
    initial begin
        bias = 0;
        weight = 0;
        write_enable = 0;
        neuron_feedfoward_state = 0;
        neuron_deltafunction_state=0;
        neuron_backpropagation_state=0;
        enable_Z = 0; 
    end
    always @(posedge clock) begin
        if(neuron_enable) begin
                case (neuron_state)
                    2'b00: begin  
                        case (neuron_feedfoward_state)
                            2'b00: begin
                                $display("State 0: Initializing...");
                                $display("State: %d | MUX_OUT = %h | MEM_OUT = %h | Z_RELU = %h | RELU_OUT = %h",
                                        neuron_feedfoward_state, MUX_OUT, MEM_OUT, Z_RELU, RELU_OUT);
                                neuron_feedfoward_state = 2'b01;
                                data_counter = 0;
                                z_counter = 0;            
                            end
                            2'b01: begin
                                $display("State: %d | MUX_OUT = %h | MEM_OUT = %h | Z_RELU = %h | RELU_OUT = %h",
                                        neuron_feedfoward_state, MUX_OUT, MEM_OUT, Z_RELU, RELU_OUT);
                                enable_Z = 1;  
                                neuron_feedfoward_state = 2'b10;
                            end
                            2'b10: begin
                                $display("State: %d | zcounter %d | MUX_OUT = %h | MEM_OUT = %h | Z_RELU = %h | RELU_OUT = %h",
                                        neuron_feedfoward_state, z_counter, MUX_OUT, MEM_OUT, Z_RELU, RELU_OUT);
                                if (z_counter <= NUM_INPUTS) begin
                                    z_counter = z_counter + 1;
                                    data_counter = data_counter + 1;
                                end else begin
                                    enable_Z = 0;  
                                    neuron_feedfoward_state = neuron_feedfoward_state + 1;
                                end
                            end
                            2'b11: begin
                                    a = RELU_OUT;
                                    $display("State: %d | RELU_OUT = %h | a = %h ",neuron_feedfoward_state, RELU_OUT, a);
                                    neuron_feedfoward_state = 2'b00;  
                            end
                            default: begin
                                $display("Default: Invalid feedfoward neuron state encountered.");
                                neuron_feedfoward_state = 2'b00;
                            end
                        endcase
                    end
                    2'b01: begin  
                        case (neuron_deltafunction_state)
                            2'b00: begin
                                data_counter = weight_memory_address;
                                neuron_deltafunction_state = 1;
                            end
                            2'b01: begin
                                weight = MEM_OUT;
                                neuron_deltafunction_state= 0;
                            end
                            default: begin
                                $display("Default: Invalid deltafunction neuron state encountered.");
                            end
                        endcase
                    end
                    2'b10: begin  
                        case (neuron_backpropagation_state)
                            2'b00: begin
                                data_counter = weight_memory_address;
                                neuron_backpropagation_state = 1;
                                write_enable = 1;
                            end
                            2'b01: begin
                                weight = MEM_OUT;
                                neuron_backpropagation_state= 0;
                            end
                            default: begin
                                $display("Default: Invalid backpropagation neuron state encountered.");
                            end
                        endcase
                    end
                    2'b11: begin  
                        neuron_feedfoward_state = 0;
                        neuron_deltafunction_state = 0;
                        neuron_backpropagation_state = 0;
                        write_enable = 0;
                    end   
                    default: begin
                        $display("Default: Invalid neuron state encountered.");
                    end
                endcase
        end
    end
endmodule
module softmax_sum #(parameter NUM_INPUTS = 4) (
    input [(32*NUM_INPUTS)-1:0] input_data,
    output reg [31:0] output_data
);
    wire [31:0] A1_A2, A1_A3;
    ieee754_adder #(32) A1 (
        .A(input_data[31:0]),
        .B(input_data[63:32]),
        .result(A1_A2)
    );
        ieee754_adder #(32) A2 (
        .A(A1_A2),
        .B(input_data[95:64]),
        .result(A1_A3)
    );
    initial begin
        output_data = 0;
    end
    always @(*) begin
        output_data = A1_A3;
    end
endmodule
module softmax_neuron #(parameter NUM_INPUTS = 4) (
    input clock,
    input neuron_enable,
    input [31:0] alpha,
    input [(32*NUM_INPUTS)-1:0] inputdata,
    input [31:0] exp_sum,
    input [31:0] deltafunction_value,
    input [$clog2(NUM_INPUTS)-1:0] weight_memory_address,
    input [1:0] neuron_state,
    output[31:0] exp, 
    output reg [31:0] weight,
    output reg [31:0] a
);
    integer z_counter,clk;
    wire [31:0] MUX_OUT, MEM_OUT, Z_E1, E1_D1, D1_OUT;
    wire [31:0] M1_M2, M2_A1, A1_MEM;
    reg [1:0] neuron_feedfoward_state, neuron_deltafunction_state, neuron_backpropagation_state;
    reg write_enable;
    reg enable_Z; 
    reg [31:0] bias;
    reg [$clog2(NUM_INPUTS)-1:0] data_counter;
    multiplexer_parametrized #(
        .NUM_INPUTS(NUM_INPUTS),
        .DATA_WIDTH(32)
    ) mux (
        .in(inputdata),
        .sel(data_counter),
        .out(MUX_OUT)
    );
    memory_parametrized #(
        .WORDS(NUM_INPUTS)
    ) mem (
        .clock(clock),
        .write_enable(write_enable),
        .write_data(A1_MEM),
        .address(data_counter),
        .read_data(MEM_OUT)
    );
    Z #(
        .NUM_INPUTS(NUM_INPUTS)
    ) Z (
        .clock(clock),
        .reset(1'b0),  
        .enable(enable_Z), 
        .neuron_input(MUX_OUT),
        .weight(MEM_OUT),
        .bias(bias),
        .result(Z_E1)
    );
    ieee754_natural_exponential #(.ITER(10)) E1 (
        .clock(clock),
        .A(Z_E1),
        .result(E1_D1)
    );
    reg enable_d1;
    ieee754_divider #(.ITER(4), .USE_ENABLE(0)) D1 (
        .clock(clock),
        .enable(enable_d1),
        .A(E1_D1),
        .B(exp_sum),
        .result(D1_OUT)
    );
    assign exp = E1_D1;
    ieee754_multiplier M1 (
        .A(alpha),
        .B(MUX_OUT),
        .result(M1_M2)
    );
    ieee754_multiplier M2 (
        .A(M1_M2),          
        .B(deltafunction_value),
        .result(M2_A1)
    );
    ieee754_adder #(32) A1 (
        .A(MEM_OUT),
        .B(M2_A1),
        .result(A1_MEM)
    );
    initial begin
        bias = 0;
        weight = 0;
        write_enable = 0;
        neuron_feedfoward_state = 0;
        neuron_deltafunction_state=0;
        neuron_backpropagation_state=0;
        enable_Z = 0; 
    end
    always @(posedge clock) begin
            if(neuron_enable) begin
                case (neuron_state)
                    2'b00: begin  
                        case (neuron_feedfoward_state)
                            2'b00: begin
                                $display("State 0: Initializing...");
                                $display("State: %d | MUX_OUT = %h | MEM_OUT = %h | E1_D1 = %h | D1_OUT = %h",
                                neuron_feedfoward_state, MUX_OUT, MEM_OUT, E1_D1, D1_OUT);
                                neuron_feedfoward_state = 2'b01;
                                data_counter = 0;
                                z_counter = 0;            
                            end
                            2'b01: begin
                                $display("State: %d | MUX_OUT = %h | MEM_OUT = %h | E1_D1 = %h | D1_OUT = %h",
                                neuron_feedfoward_state, MUX_OUT, MEM_OUT, E1_D1, D1_OUT);
                                enable_Z = 1;  
                                neuron_feedfoward_state = 2'b10;
                            end
                            2'b10: begin
                                $display("State: %d | zcounter %d | MUX_OUT = %h | MEM_OUT = %h | E1_D1 = %h | D1_OUT = %h",
                                neuron_feedfoward_state, z_counter, MUX_OUT, MEM_OUT, E1_D1, D1_OUT);
                                if (z_counter <= NUM_INPUTS) begin
                                     z_counter = z_counter + 1;
                                data_counter = data_counter + 1;
                                end else begin
                                    enable_Z = 0;  
                                    neuron_feedfoward_state = neuron_feedfoward_state + 1;
                                end
                            end
                            2'b11: begin
                                a = D1_OUT;
                                $display("State: %d | D1_OUT = %h | a = %h ",neuron_feedfoward_state, D1_OUT, a);
                                neuron_feedfoward_state = 2'b00;  
                            end
                            default: begin
                                $display("Default: Invalid feedfoward neuron state encountered.");
                                neuron_feedfoward_state = 2'b00;
                            end
                        endcase
                    end
                    2'b01: begin  
                        case (neuron_deltafunction_state)
                            2'b00: begin
                                data_counter = weight_memory_address;
                                neuron_deltafunction_state = 1;
                            end
                            2'b01: begin
                                weight = MEM_OUT;
                                neuron_deltafunction_state= 0;
                            end
                            default: begin
                                $display("Default: Invalid deltafunction neuron state encountered.");
                            end
                        endcase
                    end
                    2'b10: begin  
                        case (neuron_backpropagation_state)
                            2'b00: begin
                                data_counter = weight_memory_address;
                                neuron_backpropagation_state = 1;
                                write_enable = 1;
                            end
                            2'b01: begin
                                weight = MEM_OUT;
                                neuron_backpropagation_state= 0;
                            end
                            default: begin
                                $display("Default: Invalid backpropagation neuron state encountered.");
                            end
                        endcase
                    end
                    2'b11: begin  
                        neuron_feedfoward_state = 0;
                        neuron_deltafunction_state = 0;
                        neuron_backpropagation_state = 0;
                        write_enable = 0;
                    end   
                    default: begin
                        $display("Default: Invalid neuron state encountered.");
                    end
                endcase
            end
        end
endmodule
==> impl_metrics.ini <==
; yosys + openroad results
[sta]
worstMarginPinSlew_ps = 282
setup_viol = 128
slew_headroom = 0.812
tns_ps = -10360
finalWorstSetupSlack_ps = -212
hold_viol_final = 0
period_minus_slack_ps = 1210
maxSlewViolCount = 0
rsz0062_at_grt = yes
fmax_mhz = 825
finalClockPeriodUsage = 1.21
finalHoldWorstSlack_ps = 292

[die]
dieWidth_microns = 172
die_h_microns = 172
num_io_pins = 258
std_cell_rows = 55
fp.coreArea_sq_um = 22700
die_area_sq_um = 29600
initCoreUtil = 0.169

[grt]
use_met2 = 0.125
grt_busiest_layer = met2
grt_first_pass_wirelength_microns = 17300
antenna_found_initial = 1
grt_pass1_vias = 2534
gr-usage-met1 = 0.0957
grt_max_degree = 52
grt_usage = 0.0812
grt_overflow = 0
use_met3 = 0.0535

[logic_synthesis]
synth_area_per_cell_sq_um = 30.0
aoi_share = 0
xor_share = 0
ys.flops = 128
yosys_area_sq_um = 3840
synth_area_sq_um = 3840
synth-simple-area-share = 0
ys_types = 1
syn_inst = 128
area_leaders = edfxtp_1 (100%)
synth_area_leader_cell = edfxtp_1
yosysTopAreaCellShare = 1.00
adder_share = 0
synth_warnings = 1
mux_area_frac = 0
yosys_cells = 128
ys_seq_share = 1.00

[clocking]
cts_made_buffers = 17
clkTransAtPathRegs_ps = 60
cts.sinks = 128
htreeDepth = 4
cts_tree = yes
root_buffer = clkbuf_16
cts_buffer_depth = 2

[power_and_ir_drop]
finalPower_mw = 14.1
peakVddDrop_uv = 950
power.density_nw_per_um2 = 2060
total_leakage_power_nw = 2.60

[worst_setup_path]
critPathLaunchType = flip-flop
cp_top_family = flip-flops
worst_ep_arrival_time_ps = 1010
critPathMaxFanout = 1
worstPathCellList = buf_2
critPathBufInv = 1
cpMaxStageDelayCell = edfxtp_1
cp_num_cells = 1
required_ps = 800
path_class = flip-flop to output pin
endpoint_kind = output pin
critPathMaxStageDelay_ps = 450

[cells_and_area]
num-multi-input-gates = 0
layout_top_cells = clkdlybuf4s50_1 (128), edfxtp_1 (128), buf_2 (128)
finalInstanceArea_sq_um = 6820
final-seq-area_sq_um = 3840
drive_gt1_frac = 0.390
mi_logic_area_sq_um = 0
area_growth_pct = 77.4
nFillCells = 2283
post-route-util = 0.300

[run_status]
violations = setup timing
status = finished, violations left

[flow_run]
tool_warnings = 30
drv_cap = 0

[placed_design]
portBuffers = 257
placed_area_sq_um = 6830
hpwl_microns = 10000
globalplace.congestion = 0.789

[route]
drtIter0Drc = 112
antenna_left = 0
vias_per_cell = 3.39
wl_microns = 12700
first_pass_iters = 4
wl_per_cell_microns = 18.0
antennaDiodeCount = 0
num_vias = 2393
drc_errors = 0

[worst_hold_path]
timing.hold.worst_path_depth = 2
hold_path_class = primary input to flip-flop
-- state kept, by name, summed over array words and instances (netlist names) --
signal / cells
n0.outputdata: 32
n2.outputdata: 32
n3.outputdata: 32
n1.outputdata: 32
-- per-layer routing --
layer / routed length (microns) / share of wire
met1: 4610 / 0.36
met2: 5800 / 0.46
met3: 2120 / 0.17
met4: 196 / 0.015
met5: 0 / 0
-- worst paths after layout --
path | to | slack [ps] | startpoint
setup / recovery | output_layer[61] | -210 | n1.outputdata[29]
hold / removal | n0.outputdata[17] | 290 | layer_enable
-- power by group --
group / leakage, nW / internal, mW / switching [mW]
registers: 1.25 / 6.38 / 0.0907
logic: 1.04 / 0.705 / 0.297
clock network: 0.307 / 4.22 / 2.37
-- repair_timing --
item / CTS / global route
gates cloned: 0 / 0
setup endpoints to repair: 128 / 128
setup buffers: 0 / 0
hold buffers: 0 / 0
gates resized: 411 / 0
-- cell families (layout without fill, tap and decap cells) --
family | count (synthesis) | count (layout)
flops | 128 | 128
buf+inv | 0 | 293
-- through the flow --
stage / instances / worst slack, ps
detailed placement: 674 / -180
finish: 706 / -212
global placement: 674 / -202
global route: 706 / -318
CTS: 706 / -298
floorplan: 128 / 501
-- cell type report --
| class | count | share of cell area |
|---|---|---|
| clock inverter | 14 | 0.0301 |
| timing repair buffer | 261 | 0.291 |
| sequential | 128 | 0.564 |
| tap | 285 | 0.0523 |
| clock buffer | 18 | 0.0629 |
-- cells in the mapped netlist --
master	n
edfxtp_1	128
Power is estimated from default activity; no workload was simulated.
